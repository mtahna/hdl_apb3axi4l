--- ./design.v ---
module apb3axi4l #(
  parameter ADDR_WIDTH = 12 ,  
  parameter DATA_WIDTH = 32    
)(
  input  wire                  clk        ,  
  input  wire                  resetn     ,  
  input  wire                  psel       ,  
  input  wire                  pwrite     ,  
  input  wire                  penable    ,  
  input  wire [ADDR_WIDTH-1:0] paddr      ,  
  input  wire [DATA_WIDTH-1:0] pwdata     ,  
  output reg  [DATA_WIDTH-1:0] prdata     ,  
  output reg                   pready     ,  
  output reg                   pslverr    ,  
  output reg  [ADDR_WIDTH-1:0] awaddr     ,  
  output reg                   awvalid    ,  
  input  wire                  awready    ,  
  output reg  [DATA_WIDTH-1:0] wdata      ,  
  output reg                   wvalid     ,  
  input  wire                  wready     ,  
  input  wire [1:0]            bresp      ,  
  input  wire                  bvalid     ,  
  output wire                  bready     ,  
  output reg  [ADDR_WIDTH-1:0] araddr     ,  
  output reg                   arvalid    ,  
  input  wire                  arready    ,  
  input  wire [DATA_WIDTH-1:0] rdata      ,  
  input  wire [1:0]            rresp      ,  
  input  wire                  rvalid     ,  
  output wire                  rready        
);
  wire s_write_req = psel & (~penable) & pwrite;
  wire s_read_req = psel & (~penable) & (~pwrite);
  wire s_awch_hs = awvalid & awready;
  always @(posedge clk or negedge resetn) begin
    if (~resetn) begin
      awvalid <= 1'b0;
    end else begin
      if      (s_write_req) awvalid <= 1'b1;
      else if (s_awch_hs  ) awvalid <= 1'b0;
    end
  end
  always @(posedge clk or negedge resetn) begin
    if (~resetn) begin
      awaddr <= {ADDR_WIDTH{1'b0}};
    end else begin
      if (s_write_req) awaddr <= paddr;
    end
  end
  wire s_wch_hs = wvalid & wready;
  always @(posedge clk or negedge resetn) begin
    if (~resetn) begin
      wvalid <= 1'b0;
    end else begin
      if      (s_awch_hs) wvalid <= 1'b1;
      else if (s_wch_hs ) wvalid <= 1'b0;
    end
  end
  always @(posedge clk or negedge resetn ) begin
    if (~resetn) begin
      wdata <= {DATA_WIDTH{1'b0}};
    end else begin
      if (s_awch_hs) wdata <= pwdata;
    end
  end
  wire s_bch_hs = bvalid & bready;
  assign bready = 1'b1;
  wire s_arch_hs = arvalid & arready;
  always @(posedge clk or negedge resetn) begin
    if (~resetn) begin
      arvalid <= 1'b0;
    end else begin
      if      (s_read_req) arvalid <= 1'b1;
      else if (s_arch_hs ) arvalid <= 1'b0;
    end
  end
  always @(posedge clk or negedge resetn) begin
    if (~resetn) begin
      araddr <= {ADDR_WIDTH{1'b0}};
    end else begin
      if (s_read_req) araddr <= paddr;
    end
  end
  wire s_rch_hs = rvalid & rready;
  assign rready = 1'b1;
  always @(posedge clk or negedge resetn) begin
    if (~resetn) begin
      prdata <= {DATA_WIDTH{1'b0}};
    end else begin
      if (s_rch_hs) prdata <= rdata;
    end
  end
  always @(posedge clk or negedge resetn) begin
    if (~resetn) begin
      pready <= 1'b1;
    end else begin
      if      (s_bch_hs    | s_rch_hs  ) pready <= 1'b1;
      else if (s_write_req | s_read_req) pready <= 1'b0;
    end
  end
  always @(posedge clk or negedge resetn) begin
    if (~resetn) begin
      pslverr <= 1'b0;
    end else begin
      pslverr <= (s_bch_hs & bresp[1]) | (s_rch_hs & rresp[1]);
    end
  end
endmodule
--- ./run.sh ---
#!/bin/bash
# OpenROAD 26Q1-2900-gdf79404cd8, Yosys 0.63+post, stock flow scripts
make -C /OpenROAD-flow-scripts/flow DESIGN_CONFIG=/design/flow/config.mk WORK_HOME=/design/flow/orfs finish
--- ./config.mk ---
export PLATFORM = sky130hd
export DESIGN_NAME = apb3axi4l
export DESIGN_NICKNAME = apb3axi4l
export VERILOG_FILES = /design/flow/design.v
export SDC_FILE = /design/flow/constraint.sdc
export NUM_CORES = 4
export LEC_CHECK = 1
export CORE_UTILIZATION = 40
--- ./constraint.sdc ---
current_design apb3axi4l

set clk_period 2.0
set clk_io_pct 0.2

create_clock -name clk0 -period $clk_period [get_ports {clk}]

set non_clock_inputs [all_inputs -no_clocks]
set_input_delay [expr $clk_period * $clk_io_pct] -clock clk0 $non_clock_inputs
set_output_delay [expr $clk_period * $clk_io_pct] -clock clk0 [all_outputs]
==> metrics.txt <==
# HELP chip_impl_metric Physical implementation figures
# TYPE chip_impl_metric gauge
chip_impl_metric{name="drt-initial-drc-count",unit=""} 24
chip_impl_metric{name="gp_routability_congestion",unit=""} 0.733
chip_impl_metric{name="cts_buffer_depth",unit=""} 2
chip_impl_metric{name="cell_count_after_synthesis",unit=""} 205
chip_impl_metric{name="routed_wire_length_per_instance",unit="µm"} 15.0
chip_impl_metric{name="synth_sequential_area_ratio",unit="%"} 66.7
chip_impl_metric{name="routed_wl",unit="µm"} 7550
chip_impl_metric{name="postRouteAntennaNets",unit=""} 0
chip_impl_info{name="setup.worst_path.end",value="pready"} 1
chip_impl_metric{name="ys_cells",unit=""} 205
chip_impl_metric{name="grt_start_max_net_pins",unit=""} 46
chip_impl_metric{name="final_core_utilization",unit="%"} 68.4
chip_impl_metric{name="timing.reg2reg.setup_slack",unit="ns"} 0.79
chip_impl_info{name="critPathLaunchType",value="register"} 1
chip_impl_metric{name="cts_htree_levels",unit=""} 3
chip_impl_metric{name="drt_pre_antenna_iters",unit=""} 4
chip_impl_metric{name="ratio_of_cells_with_drive_above_1_in_the_final_layout",unit="%"} 28.7
chip_impl_metric{name="chip_area",unit="mm²"} 0.00910
chip_impl_metric{name="total_leakage_power",unit="nW"} 2.39
chip_impl_metric{name="worst-r2r-cell-count",unit=""} 3
chip_impl_metric{name="finalClockSkew",unit="ns"} 0.00763
chip_impl_metric{name="clock_sinks",unit=""} 93
chip_impl_info{name="postSynth.topFlopCell",value="sky130_fd_sc_hd__dfrtp_1"} 1
chip_impl_metric{name="clock.fmax",unit="MHz"} 571
chip_impl_info{name="cts_root_buf",value="sky130_fd_sc_hd__clkbuf_8"} 1
chip_impl_metric{name="maxSlewViolCount",unit=""} 0
chip_impl_metric{name="detailroute.via_count",unit=""} 2333
chip_impl_metric{name="cp_arrival",unit="ns"} 1.35
chip_impl_info{name="worst_r2r_startpoint",value="awvalid"} 1
chip_impl_metric{name="crit_path_max_fanout",unit=""} 2
chip_impl_metric{name="area_growth_syn_to_layout",unit="%"} 63.4
chip_impl_info{name="critical_path.reg2reg.endpoint",value="wdata[15]"} 1
chip_impl_metric{name="synth-edff-count",unit=""} 0
chip_impl_metric{name="ir_worst_vdd",unit="mV"} 0.484
chip_impl_metric{name="timing.setup.tns",unit="ns"} 0
chip_impl_metric{name="ys_warn_count",unit=""} 1
chip_impl_metric{name="chipWidth",unit="µm"} 95.4
chip_impl_info{name="cts_tree",value="done"} 1
chip_impl_metric{name="postSynthRegisterBits",unit=""} 93
chip_impl_metric{name="cp_slowest_stage_delay",unit="ns"} 0.54
chip_impl_metric{name="required",unit="ns"} 1.60
chip_impl_metric{name="wire_length_of_the_first_global_routing_pass",unit="µm"} 11800
chip_impl_metric{name="core_util_floorplan",unit="%"} 41.9
chip_impl_info{name="worst_hold_path_type",value="input pin to async pin"} 1
chip_impl_metric{name="maxCapViolations",unit=""} 0
chip_impl_metric{name="buffer_ports.inserted",unit=""} 180
chip_impl_info{name="critical-path-slowest-cell",value="sky130_fd_sc_hd__dfstp_2"} 1
chip_impl_metric{name="vias_per_cell",unit=""} 4.65
chip_impl_metric{name="top_level_ports",unit=""} 185
chip_impl_info{name="worst_path_dominant_cell_family",value="flip-flops"} 1
chip_impl_metric{name="cts_setup_buffers",unit=""} 0
chip_impl_metric{name="grt_use_total",unit="%"} 17.9
chip_impl_metric{name="synth_cell_types",unit=""} 16
chip_impl_metric{name="synth.cell_area",unit="mm²"} 0.00349
chip_impl_metric{name="clkLatencyLatePin",unit="ns"} 0.35
chip_impl_metric{name="final-hold-violation-count",unit=""} 0
chip_impl_metric{name="setup_viol",unit=""} 0
chip_impl_metric{name="initial_antenna_violation_count",unit=""} 0
chip_impl_metric{name="route.detailed.drc",unit=""} 0
chip_impl_metric{name="path_clk_slew",unit="ns"} 0.09
chip_impl_info{name="worstSetupEndpointType",value="primary output"} 1
chip_impl_info{name="path_cells",value="clkdlybuf4s50_1"} 1
chip_impl_metric{name="final_min_period_over_clock_period",unit="%"} 87.6
chip_impl_metric{name="min_tclk_post_route",unit="ns"} 1.75
chip_impl_info{name="timing.critical_path.from",value="pready"} 1
chip_impl_metric{name="warnings",unit=""} 28
chip_impl_metric{name="cp_num_cells",unit=""} 1
chip_impl_metric{name="num_antenna_cells",unit=""} 0
chip_impl_info{name="status",value="finished clean"} 1
chip_impl_metric{name="yosysChipArea",unit="mm²"} 0.00349
chip_impl_metric{name="half_perimeter_wire_length_of_the_detailed_placement_result",unit="µm"} 5440
chip_impl_metric{name="global_route.overflow_total",unit=""} 0
chip_impl_metric{name="critical_path.n_buffers_inverters",unit=""} 1
chip_impl_metric{name="floorplan.rows",unit=""} 33
chip_impl_metric{name="number_of_global_route_vias_before_repair",unit=""} 2367
chip_impl_info{name="critical_path_class",value="register to primary output"} 1
chip_impl_metric{name="fp.dieH",unit="µm"} 95.4
chip_impl_metric{name="avgSynthCellArea",unit="µm²"} 17.0
chip_impl_metric{name="core_area",unit="mm²"} 0.00834
chip_impl_metric{name="cts_inserted_buffers",unit=""} 9
chip_impl_metric{name="power_per_cell_area",unit="mW/mm²"} 889
chip_impl_info{name="rsz0062_at_grt",value="no"} 1
chip_impl_metric{name="async_reset_ff_share",unit="%"} 100
==> metrics by stage <==
stage          hold slack, ns  total power, mW  cells  instance area [µm²]  setup slack [ns]
3_3_place_gp            0.381             3.57    485                 5430             0.162
2_1_floorplan           0.104             2.64    206                 3490             0.766
4_1_cts                0.0352             5.16    502                 5710             0.220
5_1_grt                0.0300             5.37    502                 5710             0.186
6_report               0.0378             5.07    502                 5710             0.248
3_5_place_dp            0.383             3.59    485                 5430             0.149
==> cells in the final DEF (no fill, tap or decap) <==
cell type | netlist | layout
sky130_fd_sc_hd__clkdlybuf4s50_1 | 0 | 179
sky130_fd_sc_hd__bufinv_16 | 0 | 3
sky130_fd_sc_hd__o21ai_0 | 2 | 2
sky130_fd_sc_hd__clkbuf_8 | 0 | 11
sky130_fd_sc_hd__dfstp_2 | 1 | 1
sky130_fd_sc_hd__o22ai_1 | 1 | 1
sky130_fd_sc_hd__buf_4 | 2 | 3
sky130_fd_sc_hd__clkinv_4 | 0 | 1
sky130_fd_sc_hd__or2b_1 | 1 | 1
sky130_fd_sc_hd__a211o_1 | 1 | 1
sky130_fd_sc_hd__buf_12 | 0 | 4
sky130_fd_sc_hd__clkinvlp_4 | 0 | 1
sky130_fd_sc_hd__nand3b_4 | 1 | 1
sky130_fd_sc_hd__conb_1 | 1 | 2
sky130_fd_sc_hd__mux2_2 | 88 | 88
sky130_fd_sc_hd__a22o_1 | 1 | 1
sky130_fd_sc_hd__dfrtp_1 | 92 | 92
sky130_fd_sc_hd__nand2_1 | 1 | 1
sky130_fd_sc_hd__inv_1 | 3 | 3
sky130_fd_sc_hd__nor3b_4 | 1 | 1
==> timing repair <==
item,CTS,global route
endpoints found under the hold margin,32,0
hold buffers,1,0
resized,0,0
==> final cells by class <==
class	instances	area, µm²
Clock buffer	11	151
Clock inverter	5	106
Fill cell	619	2640
Inverter	3	11.3
Multi-Input combinational cell	99	1080
Sequential cell	93	2330
Tap cell	105	131
Timing Repair Buffer	186	1890
==> power by group <==
| part | total (mW) | internal, mW | switching (mW) |
|---|---|---|---|
| sequential | 2.36 | 2.21 | 0.151 |
| combinational | 1.17 | 0.949 | 0.225 |
| clock | 1.54 | 0.901 | 0.639 |
| total | 5.07 | 4.06 | 1.01 |
==> worst min path at each step <==
stage                  start         end  slack [ns]
after global routing  resetn  prdata[18]        0.03
final                 resetn  prdata[18]        0.04
after CTS             resetn      wvalid        0.04
==> cell families (layout without fill, tap and decap cells) <==
family	after synthesis	in the layout	share of synthesized area [%]
simple gates	4	4	1.43
compound gates	5	5	0.968
other cells	1	2	0.107
flops	93	93	66.7
buf+inv	14	205	2.40
mux	88	88	28.4
==> synthesized netlist by cell type, types with 2 or more instances <==
library cell | count | area (µm²)
sky130_fd_sc_hd__mux2_2 | 88 | 991
sky130_fd_sc_hd__buf_2 | 7 | 35.0
sky130_fd_sc_hd__buf_6 | 2 | 22.5
sky130_fd_sc_hd__o21ai_0 | 2 | 10.0
sky130_fd_sc_hd__buf_4 | 2 | 15.0
sky130_fd_sc_hd__inv_1 | 3 | 11.3
sky130_fd_sc_hd__dfrtp_1 | 92 | 2300
==> state kept, by name, indices dropped and copies added (netlist names) <==
name     count
awvalid      1
wdata       32
pslverr      1
araddr      12
pready       1
wvalid       1
arvalid      1
prdata      32
awaddr      12
==> routing by layer <==
metal  vias up  wire length [µm]  GRT usage (%)  share of wire, %
li1       1085                 -              -                 -
met1      1148              3040           25.3                40
met2        95              3650           28.7                48
met3         5               795           6.81                11
met4         0                59           1.37              0.78
met5         -                 0              0                 0
Power figures rest on the tool's default switching activity, not on a simulated workload.
